File: ./run.sh
#!/bin/bash
# OpenROAD 26Q1-2900-gdf79404cd8, Yosys 0.63+post, stock flow scripts
make -C /OpenROAD-flow-scripts/flow DESIGN_CONFIG=/design/flow/config.mk WORK_HOME=/design/flow/orfs finish
File: ./design.v
module mem_ram(
output reg [7:0]saida, 
input [7:0] entrada, 
input [6:0] end_saida,
input [6:0] end_entrada,
input escrita,
input clk
);
   reg [6:0] reg_end_saida;
   reg [7:0] mem [32:0];  
always @(posedge clk) 
begin
		if (escrita)  
         mem[end_entrada] <= entrada;  
end
always @(negedge clk) 
begin
      saida <= mem[reg_end_saida];  
      reg_end_saida <= end_saida;  
end
endmodule
File: ./constraint.sdc
current_design mem_ram

set clk_period 5.1
set clk_io_pct 0.2

create_clock -name clk0 -period $clk_period [get_ports {clk}]

set non_clock_inputs [all_inputs -no_clocks]
set_input_delay [expr $clk_period * $clk_io_pct] -clock clk0 $non_clock_inputs
set_output_delay [expr $clk_period * $clk_io_pct] -clock clk0 [all_outputs]
File: ./config.mk
export PLATFORM = sky130hd
export DESIGN_NAME = mem_ram
export DESIGN_NICKNAME = mem_ram
export VERILOG_FILES = /design/flow/design.v
export SDC_FILE = /design/flow/constraint.sdc
export NUM_CORES = 4
export LEC_CHECK = 1
export CORE_UTILIZATION = 30
==> run_results.csv <==
group,metric,value,unit
logic_synthesis,ys_cells,601,
critical_path,reg2regPathDepth,5,
logic_synthesis,largest_area_cell,"edfxtp_1",
timing,final.setup.worst_slack,194,ps
final_layout,logic_area,0.00242,sq mm
global_routing,grt-ovfl-total,0,
critical_path,slowest_stage,"clkdlybuf4s50_1",
final_layout,register_area,0.00821,sq mm
route,wl_met1,8.85,mm
clock_network,clkLatencyLatePin,580,ps
timing,finalSetupTns,0,ps
logic_synthesis,ys_types,29,
global_routing,gr-usage-all-layers,13.2,%
logic_synthesis,synthTopCellsByCount,"edfxtp_1 (264), mux2i_1 (128), nor2_1 (36), a22oi_1 (32)",
critical_path,worst-setup-path-type,"register to primary output",
critical_path,end_kind,"primary output",
critical_path,max_stage_delay,460,ps
critical_path,crit_chain,"clkdlybuf4s50_1",
global_routing,grt_pass1_wl,33.1,mm
route,wl_met3,1.85,mm
logic_synthesis,flop_cell,"edfxtp_1",
route,drtPass1Iterations,4,
clock_network,cts_tree,"built",
route,drt_iter0_drc,269,
floorplan,core_area,0.0356,sq mm
place,gp_congestion,0.822,
route,met2_length,11.1,mm
timing,finalHoldViolCount,0,
clock_network,clk_pin_slew,30,ps
logic_synthesis,synth_area,0.0109,sq mm
logic_synthesis,synth_cells,601,
pwr,power.density,385,mW/mm^2
place,post-place-cells,1079,
pwr,leakage,4.35,nW
route,highest_layer,"met4",
worst_hold_path,hold_class,"register to register",
floorplan,die_x,192,microns
timing,relSlewSlack,43.0,%
route,vias,5402,
logic_synthesis,seq_area_frac_synth,75.6,%
final_layout,drive_gt1_share,13.0,%
floorplan,die_h,192,microns
logic_synthesis,syn_avg_cell_area,18.1,sq um
clock_network,clockBufferDepth,3,
timing,rsz0062_at_grt,"false",
clock_network,cts_buffers,28,
route,ant_nets,0,
floorplan,num_io_pins,32,
clock_network,ctsResizeCount,0,
logic_synthesis,yosys_warnings,1,
final_layout,nFillCells,3310,
critical_path,path_delay_family,"buffers and inverters",
timing,maxSlewViolCount,0,
timing,setup-violations-final,0,
job,warning_count,41,
route,antennaDiodeCount,0,
job,maxCapViolCount,0,
timing,max_slew.worst_pin.slew,851,ps
route,vias_per_cell,4.72,
logic_synthesis,top_cell,"edfxtp_1",
critical_path,critPathArrivalTime,3890,ps
floorplan,chip_area,0.0369,sq mm
floorplan,rows,69,
clock_network,hold_buffers,0,
outcome,status,"finished clean",
critical_path,path_buffers,1,
logic_synthesis,async_flop_share,0,%
clock_network,cts-root-buf,"clkbuf_16",
clock_network,cts.sinks,278,
pwr,peakVddDrop,0.000347,V
logic_synthesis,ys_area,0.0109,sq mm
clock_network,cts_max_level,1,
final_layout,synthToLayoutAreaGrowth,16.9,%
logic_synthesis,topCellsByArea,"edfxtp_1 (73%), mux2i_1 (12%), dfxtp_1 (2.6%), a22oi_1 (2.2%), a22o_1 (1.3%)",
global_routing,grt_pass1_vias,5428,
worst_hold_path,holdPathStages,2,
place,pre_cts_slack,754,ps
global_routing,grt_max_degree,67,
logic_synthesis,edf_count,264,
logic_synthesis,top_area_share,73.1,%
clock_network,postCtsSetupRepairBufs,0,
logic_synthesis,synth_flops,278,
critical_path,crit_required,4080,ps
floorplan,initCoreUtil,30.5,%
critical_path,crit_fanout,1,
critical_path,critPathLaunchType,"register",
global_routing,antenna_found_initial,0,
critical_path,worst-path-stages,1,
final_layout,instances_no_fill,1144,
route,wl,22.2,mm
timing,fin_skew,59.9,ps
place,io_buffers,29,
route,wl_per_cell,19.4,microns
place,dp_hpwl,13.3,mm
route,drc,0,
-- path summary, 6_finish.rpt --
kind	start	to	slack [ps]
worst min-delay path	reg_end_saida[5]	saida[5]	830
worst min register to register	reg_end_saida[5]	saida[5]	830
worst max-delay path	saida[2]	saida[2]	190
worst max register to register	mem[13][1]	saida[1]	830
-- routing by layer --
layer  global-route usage (%)  vias to the layer above
met5                        0                        -
met4                     2.67                        0
met3                     4.64                       28
met2                     21.2                      155
met1                     18.1                     2685
li1                         -                     2534
-- state kept, by name (all words and copies together), names as in the netlist --
register,count
mem,264
saida,8
reg_end_saida,6
-- per-stage QoR --
step	power (mW)	cell area (sq um)	util [%]	hold slack (ps)
2_1_floorplan	2.73	10900	-	754
3_3_place_gp	2.84	11700	32.8	820
3_5_place_dp	2.84	11700	32.8	827
4_1_cts	4.93	12700	35.7	827
5_1_grt	5.05	12700	35.7	870
6_report	4.88	12700	35.7	828
-- power by group --
group	total [mW]	switching (mW)	internal [mW]
sequential	2.54	0.0180	2.52
combinational	0.237	0.140	0.0966
clock	2.11	0.828	1.28
total	4.88	0.987	3.90
-- final cells by class --
class                      instances  share of cell area, %
timing repair buffer              49                   3.57
multi-input combinational        290                   19.1
tap                              461                   4.55
clock inverter                    28                   1.54
clock buffer                      38                   6.55
sequential                       278                   64.7
-- cells in the final DEF, fill, tap and decap left out, drive strengths merged, types with 2 or more instances in the layout --
cell type	synthesis	layout
edfxtp	264	264
mux2i	128	128
clkbuf	10	38
nor2	36	36
a22oi	32	32
clkdlybuf4s50	0	29
buf	22	20
a22o	16	16
a21oi	16	16
a221oi	16	16
inv	1	14
dfxtp	14	14
nand2	12	12
clkinv	0	10
o22ai	8	8
o41ai	8	8
nand3b	4	4
nor2b	4	4
nand3	3	3
bufinv	0	3
nand2b	2	2
or3b	2	2
-- logic make-up (layout without fill, tap and decap cells) --
kind of cell           count (synthesis)  count (layout)  synth area share, %
buffers and inverters                 33             115                 2.13
multiplexers                         128             128                 11.8
AND-OR/OR-AND                         96              96                 7.66
flip-flops                           278             278                 75.6
AND/OR/NAND/NOR                       66              66                 2.76
-- tightest hold or removal path, cell delays in order, from the launching register on --
cell and delay [ps]:
dfxtp_1 530, nand2_1 170, o41ai_2 70
Power and IR drop assume default switching activity.
